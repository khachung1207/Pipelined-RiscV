$ cat flow/config.mk
export PLATFORM = sky130hd
export DESIGN_NAME = mux2
export DESIGN_NICKNAME = mux2
export VERILOG_FILES = /design/flow/design.v
export SDC_FILE = /design/flow/constraint.sdc
export NUM_CORES = 4
export LEC_CHECK = 1
export CORE_AREA = 10 10 71 71
export DIE_AREA = 0 0 81 81
export SYNTH_HDL_FRONTEND = slang
$ cat flow/constraint.sdc
current_design mux2

set clk_period 1.0
set clk_io_pct 0.2

create_clock -name clk0 -period $clk_period

set non_clock_inputs [all_inputs -no_clocks]
set_input_delay [expr $clk_period * $clk_io_pct] -clock clk0 $non_clock_inputs
set_output_delay [expr $clk_period * $clk_io_pct] -clock clk0 [all_outputs]
$ cat flow/design.v
module mux2 #(parameter W=32)(
  input  logic [W-1:0] a,b,
  input  logic         sel,
  output logic [W-1:0] y
); assign y = sel ? b : a; 
endmodule
$ cat flow/run.sh
#!/bin/bash
# OpenROAD 26Q1-2900-gdf79404cd8, Yosys 0.63+post, stock flow scripts
make -C /OpenROAD-flow-scripts/flow DESIGN_CONFIG=/design/flow/config.mk WORK_HOME=/design/flow/orfs finish
==> GITHUB_STEP_SUMMARY <==
## Synthesis and layout report

| Metric | Value |
|---|---|
| DRC violations left | `0` |
| Die area | `6560 µm²` |
| Pwr dens | `397 nW/µm²` |
| Hold wc startpoint | `b[29]` |
| Arrival @ worst endpoint | `0.89 ns` |
| Post-DP Area | `1550 µm²` |
| RSZ-0062 raised after global routing | `true` |
| Count of final hold-check violations | `0` |
| Filler instances | `369` |
| Relative slew slack | `92.6%` |
| Endpoint class of the critical path | `primary output` |
| Tool Warnings | `34` |
| Post-DR vias/cell | `3.84` |
| Buf/Inv on CP | `3` |
| Top cells excl fill/tap | `dlygate4sd2_1 (62), mux2_4 (32), buf_6 (23)` |
| Top cells, area | `mux2_4 (83%), buf_12 (11%), mux2_2 (4.1%)` |
| Setup-failing EPs final | `31` |
| Crit-path most repeated cell | `buf_16` |
| Post-DP HPWL | `2530 µm` |
| Status | `complete, but fails checks` |
| CP Data Required Time | `0.80 ns` |
| CP Launch Type | `input port` |
| Total Wirelength | `2950 µm` |
| Total track usage | `8.08%` |
| Vias | `706` |
| Flop count | `0` |
| Post-synth area from yosys stat | `544 µm²` |
| Largest net degree at the start of global routing | `9` |
| Die Width | `81 µm` |
| Met3 Wirelength | `347 µm` |
| Synth-to-layout area growth | `193%` |
| Mapped cell area | `544 µm²` |
| M1 WL | `1110 µm` |
| Placer Congestion | `0.809` |
| Distinct cell type count after synthesis | `4` |
| Final instance area | `1590 µm²` |
| Vias in the first global route | `787` |
| Peak VDD IR | `0.170 mV` |
| Dominant cell area share | `82.8%` |
| Global-route wire length before repair | `4180 µm` |
| Yosys Instances | `36` |
| Worst path slowest cell | `mux2_4` |
| Io pins | `97` |
| Std cell rows | `22` |
| Tmin final | `1.09 ns` |
| Final Cycle Share | `109%` |
| Setup CP Type | `input port to primary output` |
| Diode count | `0` |
| Post-CTS setup buffers | `0` |
| Top Layer Used | `met3` |
| Critical Path Fanout Max | `8` |
| Gr ovfl total | `0` |
| Final setup margin | `-0.0908 ns` |
| Yosys top cell by area | `mux2_4` |
| Worst setup startpoint | `sel` |
| Failing checks | `setup timing` |
| Metal2 WL | `1490 µm` |
| DRT Pass-1 Iters | `2` |
| Hold/Removal Path Class | `input port to primary output` |
| DRT iter0 DRCs | `7` |
| Syn Area/Cell | `15.1 µm²` |
| Highest Clock Rate | `917 MHz` |
| Clock buffers | `0` |
| CP peak stage delay | `0.30 ns` |
| Share of post-route cells with drive strength above 1 | `52.9%` |
| Drt wl/cell | `16.0 µm` |
| Worst slack at placement | `-0.519 ns` |
| Worst Tran Pin Value | `0.110 ns` |
| Pleak | `0.000860 µW` |
| Power Total | `632 µW` |
| Delay-heaviest family, CP | `buffers and inverters` |
| Seq/Total Area, Yosys | `0%` |
| Maxcap violations | `0` |
| Core Area | `3630 µm²` |
| Most numerous logic cell after layout | `dlygate4sd2_1` |
| Post-route ant nets | `0` |
| Sequence of cells on the critical path | `buf_16 > buf_16 > mux2_4 > buf_6` |
| Synth Instances | `36` |
| Yosys Warn Count | `0` |
| Initial antenna violation count | `0` |
| IO buf count | `97` |
| Floorplan utilization | `15.0%` |
| Max-slew violations | `0` |
| Die H | `81 µm` |
| Storage element area | `0 µm²` |
-- metal layers --
metal	up-vias	track usage, %
met2	50	14.4
li1	341	-
met4	0	0
met1	315	9.48
met5	-	0
met3	0	3.23
-- kinds of logic (layout without fill, tap and decap cells) --
kind of cell,Yosys count,after routing,share of synthesized area [%]
buffers and inverters,4,104,13.1
muxes,32,32,86.9
-- area by class of cell --
cell class | instances | area, µm² | share of cell area (%)
Timing Repair Buffer | 104 | 1050 | 66.1
Multi-Input combinational cell | 32 | 480 | 30.2
Tap cell | 48 | 60.1 | 3.77
-- Yosys cell counts, drive strengths merged --
master / instances
mux2: 32
buf: 4
-- final timing paths --
kind                    end  depth (start not counted)  slack [ns]
worst max-delay path  y[25]                          4       -0.09
worst min-delay path  y[29]                          3        0.77
-- per-stage QoR --
step	TNS, ns	cells	util [%]	hold WS (ns)
after floorplan	0	36	-	0.498
after global placement	-15.91	180	42.6	1.19
after detailed placement	-15.94	180	42.6	1.20
after CTS	-2.74	184	42.1	0.775
after global routing	-3.16	184	43.8	0.792
final	-2.61	184	43.8	0.770
-- power by group --
group	switching [µW]	leakage (µW)	total (µW)	internal, µW
sequential	0	0	0	0
clock	0	0	0	0
combinational	142	0.000860	632	490
-- repair_timing --
item | CTS | global route
cloned | 4 | 0
hold endpoints to repair | 0 | 0
setup endpoints to repair | 32 | 32
hold buffers | 0 | 0
gates resized | 185 | 11
Power is estimated from default activity; no workload was simulated.
